**design.v**
```verilog
`timescale 1ns / 1ps
module Back_Block(ans_dm,clk,reset,ans_wb
    );
	 input [15:0] ans_dm;
	 input clk,reset;
	 output reg [15:0] ans_wb;
	 always@(posedge clk)
	 begin
		ans_wb = (!reset) ? 16'b0000000000000000 : ans_dm;
	 end
endmodule
```
**run.sh**
```bash
#!/bin/bash
# OpenROAD 26Q1-2900-gdf79404cd8, Yosys 0.63+post, stock flow scripts
make -C /OpenROAD-flow-scripts/flow DESIGN_CONFIG=/design/flow/config.mk WORK_HOME=/design/flow/orfs finish
```
**config.mk**
```make
export PLATFORM = sky130hd
export DESIGN_NAME = Back_Block
export DESIGN_NICKNAME = Back_Block
export VERILOG_FILES = /design/flow/design.v
export SDC_FILE = /design/flow/constraint.sdc
export NUM_CORES = 4
export LEC_CHECK = 1
export CORE_AREA = 10 10 70 70
export DIE_AREA = 0 0 80 80
```
**constraint.sdc**
```tcl
current_design Back_Block

set clk_period 1.0
set clk_io_pct 0.2

create_clock -name clk0 -period $clk_period [get_ports {clk}]

set non_clock_inputs [all_inputs -no_clocks]
set_input_delay [expr $clk_period * $clk_io_pct] -clock clk0 $non_clock_inputs
set_output_delay [expr $clk_period * $clk_io_pct] -clock clk0 [all_outputs]
```
==> flow_metrics.tcl <==
# yosys + openroad results
set metrics [dict create \
    viasPerCell 2.77 \
    gp_congestion 0.704 \
    slowest_stage "dfxtp_2" \
    synth.distinct_cells 4 \
    netlist.area_leader.share_pct 71.7 \
    synth-edff-count 0 \
    hold_path.class "in -> reg" \
    dp_hpwl_um 1060 \
    tightest_slew_ns 0.0908 \
    holdWs_ns 0.503 \
    area_leaders "dfxtp_1 (72%), and2_2 (20%), and2_1 (5.6%)" \
    drive_gt1_share_pct 47.9 \
    ys_warn_count 1 \
    end_kind "output pin" \
    ir_drop_uv 923 \
    drv_slew 0 \
    ff_type "dfxtp_1" \
    max_cap_viol_count 0 \
    ant_nets 0 \
    p_leak_nw 0.355 \
    grt_pass1_wl_um 1750 \
    arrival_ns 0.74 \
    area_growth_pct 87.7 \
    async_flop_share_pct 0 \
    slew_headroom_pct 93.9 \
    finalWirelength_um 1200 \
    clock_path_buffers 2 \
    routedWlPerCell_um 10.2 \
    route.detailed.drc 0 \
    synth_cells 33 \
    largest_reg_flops 16 \
    numSynthFlops 16 \
    top_cells_by_count "dfxtp_1 (16), and2_2 (12), and2_1 (4)" \
    status "complete, no violations" \
    use_met1_pct 3.16 \
    p_sw_share_pct 17.4 \
    p_clk_share_pct 32.8 \
    antenna_found_initial 0 \
    ys_seq_share_pct 71.7 \
    power.density_nw_per_um2 1450 \
    fmax_ghz 1.06 \
    grt-busiest-layer "met2" \
    fp_util_pct 13.1 \
    p_comb_share_pct 11.2 \
    p_sw_uw 212 \
    post_dp_cell_area_um2 838 \
    cp.required_ns 0.80 \
    synth_area_um2 447 \
    fp.dieH_um 80 \
    max_stage_delay_ns 0.32 \
    ys_cells 33 \
    grt_util_met3_pct 3.64 \
    drt_iter0_drc 6 \
    grt_pass1_vias 364 \
    crit_chain "clkdlybuf4s15_1" \
    critPathBufInv 1 \
    ys_area_um2 447 \
    worstSetupStartpointType "flop" \
    htreeDepth 1 \
    path_clk_slew_ns 0.08 \
    warnings 25 \
    hold_viol 0 \
    cts_tree "yes" \
    avgSynthCellArea_um2 13.5 \
    drt_pass1_iterations 2 \
    num_rows 21 \
    rsz0062_at_grt "no" \
    setup_viol 0 \
    diodes 0 \
    grt-ovfl-total 0 \
    top_cell "dfxtp_1" \
    cts_sinks 16 \
    coreArea_um2 3420 \
    cp_top_family "flip-flops" \
    cts_made_buffers 3 \
    seqPwrFrac_pct 56.0 \
    final_area_um2 838 \
    vias 324 \
    p_int_mw 1.01 \
    grt_usage_pct 3.68 \
    finalCriticalPeriod_ns 0.945 \
    cts_root_buf "clkbuf_4" \
    finalPower_mw 1.22 \
    post-synth-top-area-cell "dfxtp_1" \
    use_met2_pct 6.26 \
    cts_hold_buf 0 \
    die_x_um 80 \
    grt_max_degree 13 \
    dieArea_um2 6400 \
    min_period_over_period_pct 94.5 \
    io_pins 34 \
    io_buffers 33 \
    worstSetupPathType "reg -> out" \
    cp_max_fo 1 \
]
cell type report:
cell class | instances | area [µm²]
repair buffers | 35 | 300
well taps | 46 | 57.6
clock buffers | 4 | 36.3
flip-flops and latches | 16 | 329
fillers | 384 | 2580
multi-input cells | 16 | 115
routing by layer:
| layer | routed length (µm) | vias to the layer above | share of wire [%] |
|---|---|---|---|
| li1 | - | 174 | - |
| met4 | 4 | 0 | 0.33 |
| met5 | 0 | - | 0 |
| met1 | 390 | 127 | 33 |
| met2 | 550 | 21 | 46 |
| met3 | 254 | 2 | 21 |
final timing paths:
path                                  from                    end  slack [ns]  cells after the start
worst max-delay path  ans_wb[7]$_SDFF_PN0_              ans_wb[7]        0.06                      1
worst min-delay path            ans_dm[10]  ans_wb[10]$_SDFF_PN0_        0.50                      2
stage by stage:
stage	std cells	TNS, ns	util, %	setup slack, ns
final	117	0	24.5	0.0554
after global routing	117	0	24.5	0.000514
after CTS	117	0	25.5	0.00621
after detailed placement	113	-1.01	24.5	-0.0849
after global placement	113	-0.830	24.5	-0.0667
after floorplan	33	0	-	0.432
power by group through the flow:
stage	registers [mW]	logic (mW)	clock network, mW
after CTS	0.680	0.150	0.418
after global routing	0.686	0.153	0.452
final	0.682	0.137	0.399
layout by cell type (no fill, tap or decap):
master / netlist / layout
clkdlybuf4s50_1: 0 / 17
and2_2: 12 / 12
dfxtp_1: 16 / 9
clkbuf_2: 0 / 8
dfxtp_2: 0 / 7
clkdlybuf4s15_1: 0 / 7
and2_1: 4 / 4
clkbuf_4: 0 / 3
buf_4: 0 / 2
clkbuf_8: 0 / 1
buf_2: 0 / 1
what timing repair did:
item | in CTS | in global routing
pin swaps | 0 | 0
hold endpoints to repair | 0 | 0
setup endpoints to repair | 16 | 10
buffers inserted | 0 | 0
resized | 34 | 14
cells by family (layout without fill, tap and decap cells):
| logic type | after synthesis | count (layout) | synth area share (%) |
|---|---|---|---|
| buffers and inverters | 1 | 39 | 2.52 |
| flip-flops | 16 | 16 | 71.7 |
| AND/OR/NAND/NOR | 16 | 16 | 25.8 |
Power and IR drop assume default switching activity.
