==> flow/design.v <==
`timescale 1ns / 1ps
module Register_Bank_Block(ans_ex,ans_wb,imm,mux_sel_A,mux_sel_B,imm_sel,RA,RB,RW_dm,clk,ans_dm,A,B
    );
input [4:0] RA,RB,RW_dm;
input clk,imm_sel;
input[1:0]mux_sel_A,mux_sel_B;
input [15:0] ans_dm,ans_ex,ans_wb,imm;
output [15:0]A,B;
reg [15:0] AR,BR;
wire [15:0] BI;
reg [15:0] register [31:0];   
always@(posedge clk)
begin
	register[RW_dm]<=ans_dm;             
	AR <= register[RA];   
	BR <= register[RB];   
end
assign A = (mux_sel_A==2'b00)?AR:(mux_sel_A==2'b01)?ans_ex:(mux_sel_A==2'b10)?ans_dm:(mux_sel_A==2'b11)?ans_wb:1'b0; 
assign BI = (mux_sel_B==2'b00)?BR:(mux_sel_B==2'b01)?ans_ex:(mux_sel_B==2'b10)?ans_dm:(mux_sel_B==2'b11)?ans_wb:1'b0;    
assign B = (imm_sel==0)?BI:imm;  
endmodule
==> flow/run.sh <==
#!/bin/bash
# OpenROAD 26Q1-2900-gdf79404cd8, Yosys 0.63+post, stock flow scripts
make -C /OpenROAD-flow-scripts/flow DESIGN_CONFIG=/design/flow/config.mk WORK_HOME=/design/flow/orfs finish
==> flow/config.mk <==
export PLATFORM = sky130hd
export DESIGN_NAME = Register_Bank_Block
export DESIGN_NICKNAME = Register_Bank_Block
export VERILOG_FILES = /design/flow/design.v
export SDC_FILE = /design/flow/constraint.sdc
export NUM_CORES = 4
export LEC_CHECK = 1
export CORE_UTILIZATION = 40
==> flow/constraint.sdc <==
current_design Register_Bank_Block

set clk_period 2.5
set clk_io_pct 0.2

create_clock -name clk0 -period $clk_period [get_ports {clk}]

set non_clock_inputs [all_inputs -no_clocks]
set_input_delay [expr $clk_period * $clk_io_pct] -clock clk0 $non_clock_inputs
set_output_delay [expr $clk_period * $clk_io_pct] -clock clk0 [all_outputs]
==> Changelog: implementation <==
## Implementation

* Largest net degree at the start of global routing at 50
* Critical Path Sink Type: output pin
* Final Max Tran Viols at 0
* GR Overflow Total at 0
* Synth cell types at 31
* # setup viols final at 0
* RSZ-0062 raised after global routing: false
* WL/cell at 29.79 um
* GRT Overall Usage at 27.95%
* Period minus WS final at 2.459 ns
* IO Count at 117
* Number of port buffers at 116
* Fp util at 40.55%
* Die Y at 257.6 um
* Number of cells in Yosys stat at 1770
* Slew headroom at 68.81%
* Global-route wire length before repair at 123.2 mm
* Reg area at 16030 sq um
* RR Endpoint: AR[10]
* Cells after Synth at 1770
* Clock transition at path regs at 0.06 ns
* Dominant cell type by area after synthesis: edfxtp_1
* CP max FO at 3
* Total core area at 64460 sq um
* Placement Rows at 93
* Via density at 5.952
* Seq/Total Area, Yosys at 61.27%
* Status: complete, no violations
* Max IR drop VDD at 563.0 uV
* TritonCTS clock tree: yes
* Synth warn at 1
* Final period utilization at 98.36%
* Post-route cell area at 31820 sq um
* Clk Latency, worst-skew pair at 0.63 ns
* WP data required at 2.00 ns
* CTS Buf Count at 57
* R2R depth at 6
* Post-synth top area share at 58.82%
* Critical Path Start: ans_dm[3]
* Syn_area_per_cell at 14.77 sq um
* Post-DP Area at 29860 sq um
* Number of H-tree levels at 2
* Clk buf depth at 3
* # fillers at 5302
* Worst-margin pin slew at 0.4671 ns
* RR Startpoint: register[0][10]
* Final core occ at 49.36%
* CP Class: primary input to output pin
* Comb area at 9375 sq um
* Layout Skew at 0.02760 ns
* PnR worst setup slack at 0.04112 ns
* Root Driver: clkbuf_16
* Initial antenna violation count at 3
* Area delta synth->final at 21.73%
* Top logic cells by instance count in the layout: mux2i_1 (512), edfxtp_1 (512), a22oi_1 (176)
* GP Congestion at 0.9153
* Antenna Cells at 0
* Crit path capture: A[3]
* Top area cell types: edfxtp_1 (59%), mux2i_1 (20%), a22oi_1 (5.1%)
* Setup WS pre-CTS at -0.4795 ns
* Iteration-0 DRC Markers at 1000
* Hold Path Depth at 2
* Yosys Chip Area at 26140 sq um
* DR vias at 17290
* Source of the worst hold timing path: ans_dm[7]
* DP HPWL at 54.74 mm
* Setup crit start kind: primary input
* Drt total wl at 86.51 mm
* Leak pwr at 11.90 nW
* Worst Hold Class: primary input to flop
* Die area at 66380 sq um
* Crit path DAT at 1.96 ns
* Synth Cell Area at 26140 sq um
* OpenROAD warning count at 25
* Max-cap violations at 0
* Hold Buf Count CTS at 0
* Clock sinks at 544
* DRT Pass-1 Iters at 5
* Reg2Reg Setup Slack at 1.02 ns
* Hold Vio Cnt, Final at 0
* Number of nets with antenna violations after routing at 0
* Die Wd at 257.6 um
* Layout cells sized above 1 at 18.64%
* Pwr/cell area at 658.5 nW/um^2
* Vias in the first global route at 17950
* Synth Register Bits at 544
* Drt drc at 0
* F_max at 406.7 MHz
==> per-layer routing <==
metal  up-vias  part of all wire [%]  routed length (um)  GRT usage (%)
met4         4                   4.1                3521          8.974
met1      8534                    36               31110          35.41
met3       191                    14               12090          16.78
li1       7572                     -                   -              -
met2       985                    46               39600          41.13
met5         -                  0.22                 190          2.137
==> final cells by class <==
class	count	share of cell area (%)
clock buffer	74	4.750
multi-input combinational	1084	29.46
sequential	544	50.37
clock inverter	30	0.8454
timing repair buffer	317	11.21
tap	855	3.362
==> logic make-up after synthesis <==
logic type             share of synthesized area, %
DFF                                           61.27
buffers and inverters                         3.542
and+or+nand+nor                               4.710
AOI/OAI and AO/OA                             7.429
muxes                                         23.05
==> power breakdown <==
part           switching (W)  leakage, nW  internal (W)
registers           0.000101         4.90        0.0102
logic                0.00135         6.13       0.00109
clock network        0.00346        0.872       0.00474
==> synth_stat cells <==
cell type / n
edfxtp_1: 512
mux2i_1: 512
a22oi_1: 176
nand3_1: 97
nand2_1: 50
a21oi_1: 48
buf_4: 40
clkbuf_1: 35
nor2_1: 35
buf_2: 33
a22o_1: 32
dfxtp_1: 32
mux4_2: 32
nand4_1: 32
a31oi_1: 16
mux2_2: 16
nor3_1: 16
buf_1: 14
buf_6: 7
buf_8: 7
nand2b_1: 5
nor2b_1: 5
buf_12: 4
and2_1: 3
nand3b_1: 3
or2_2: 2
or3b_2: 2
clkbuf_2: 1
clkbuf_4: 1
nor2_2: 1
or3_1: 1
==> sequential cells by signal, indices dropped and copies added (netlist names) <==
name	flops
register	512
BR	16
AR	16
==> what timing repair did <==
| item | in CTS | in global routing |
|---|---|---|
| endpoints found under the setup margin | 32 | 4 |
| gates cloned | 3 | 1 |
| gates resized | 88 | 1 |
| setup buffers | 5 | 0 |
==> worst max-delay path, cell delays in order <==
cell	delay (ns)
dlygate4sd2_1	0.26
buf_12	0.15
buf_4	0.13
mux4_2	0.46
clkdlybuf4s50_1	0.45
==> worst min-delay path by stage <==
stage / endpoint / slack, ns
final: register[25][7] / 0.40
after global routing: register[27][4] / 0.38
after CTS: register[27][4] / 0.38
==> per-stage QoR <==
step / cells / TNS [ns] / hold WS (ns) / power, W
floorplan: 1770 / 0 / 0.5788 / 0.01170
CTS: 2903 / 0 / 0.3808 / 0.02104
global route: 2904 / 0 / 0.3773 / 0.02156
global placement: 2791 / -10.73 / 0.6339 / 0.01287
detailed placement: 2791 / -10.49 / 0.6415 / 0.01290
finish: 2904 / 0 / 0.3972 / 0.02095
Power and IR drop assume default switching activity.
